## ./config.mk

```make
export PLATFORM = sky130hd
export DESIGN_NAME = hw4_q3
export DESIGN_NICKNAME = hw4_q3
export VERILOG_FILES = /design/flow/design.v
export SDC_FILE = /design/flow/constraint.sdc
export NUM_CORES = 4
export LEC_CHECK = 1
export CORE_UTILIZATION = 30
```

## ./constraint.sdc

```tcl
current_design hw4_q3

set clk_period 17.7
set clk_io_pct 0.2

create_clock -name clk0 -period $clk_period [get_ports {clk}]

set non_clock_inputs [all_inputs -no_clocks]
set_input_delay [expr $clk_period * $clk_io_pct] -clock clk0 $non_clock_inputs
set_output_delay [expr $clk_period * $clk_io_pct] -clock clk0 [all_outputs]
```

## ./design.v

```verilog
`timescale 1ns / 1ps
module hw4_q3
    #(parameter bitcount = 64) 
    (
    input clk,rst,
    input [bitcount-1:0] inA,
    input [bitcount-1:0] inB,
    output reg [bitcount*2-1:0] out
    );
    reg [bitcount-1:0] a_hold, b_hold;
    localparam bitpart = bitcount/2;
    reg [bitpart-1:0] A_L, A_R;
    reg [bitpart-1:0] B_L, B_R;
    reg [bitcount-1:0] mleft;
    reg [bitcount-1:0] mright;
    reg [bitcount:0] sum;
    always @(posedge clk)begin 
        if(rst == 1) begin
            a_hold <= 0;
            b_hold <= 0;
        end
        else begin
            a_hold <= inA;
            b_hold <= inB;
            {A_L, A_R} <= a_hold;
            {B_L, B_R} <= b_hold; 
            mleft <= A_L * B_L;
            mright <= A_R * B_R;
            sum <= (A_L * B_R) + (B_L * A_R);
            out <= (mleft*2**bitcount)+(sum * 2**bitpart) + mright; 
        end
    end
endmodule
```

## ./run.sh

```bash
#!/bin/bash
# OpenROAD 26Q1-2900-gdf79404cd8, Yosys 0.63+post, stock flow scripts
make -C /OpenROAD-flow-scripts/flow DESIGN_CONFIG=/design/flow/config.mk WORK_HOME=/design/flow/orfs finish
```

==> flow_summary.json <==
{
  "status": "finished clean",
  "number_of_optimization_iterations_in_the_first_detailed_route_pass": 5,
  "cts-resized-gates": 0,
  "worst_setup_hold_path_clk_slew_ps": 60,
  "drive_above_1_share": 0.0298,
  "cts_inserted_buffers": 90,
  "gr-total-overflow": 0,
  "gpl.final_weighted_congestion": 0.966,
  "netlist_top_cells_area": "sky130_fd_sc_hd__fa_1, sky130_fd_sc_hd__inv_1, sky130_fd_sc_hd__ha_1",
  "cts-root-to-sink-buffers": 4,
  "timing.critical_path.mode_cell": "sky130_fd_sc_hd__fa_1",
  "detail_route.wl_per_cell_um": 20.7,
  "dp_hpwl_um": 380000,
  "drt_iter0_markers": 5210,
  "synth.largest_area_cell": "sky130_fd_sc_hd__fa_1",
  "synth-edff-count": 449,
  "ioPinCount": 258,
  "crit_cells": 31,
  "criticalPathCategory": "flip-flop to flip-flop",
  "max_cap_violations": 0,
  "rows": 263,
  "setup_viol_count_final": 0,
  "worstSetupStartpointType": "flip-flop",
  "critPathMaxStageDelay_ps": 650,
  "max_freq_mhz": 93.6,
  "worstSetupEndpoint": "sum[59]",
  "dr_wl_met2_um": 212000,
  "slew-limit-headroom": 0.215,
  "chip_area_um2": 517000,
  "timing_max_transition_violations_final": 0,
  "timing.reg2reg.worst_path_depth": 31,
  "fraction_of_the_cycle_the_final_worst_path_needs": 0.603,
  "clockRootBuffer": "sky130_fd_sc_hd__clkbuf_16",
  "synth_top_flop_cell": "sky130_fd_sc_hd__edfxtp_1",
  "endpoint_kind": "flip-flop",
  "ctsHtreeMaxLevel": 3,
  "count_of_warning_messages_emitted_by_the_tools": 34,
  "critical-path-top-delay-family": "adder cells",
  "post-route-min-period_ps": 10680,
  "chipHeight_um": 719,
  "post_synth_most_frequent_cells": "sky130_fd_sc_hd__inv_1, sky130_fd_sc_hd__fa_1, sky130_fd_sc_hd__nand2_1",
  "netlist_instances": 16500,
  "global_route_wire_length_before_repair_um": 727000,
  "floorplanUtilization": 0.301,
  "final_antenna_net_count": 0,
  "synth-cells-yosys": 16500,
  "yosysSeqAreaShare": 0.104,
  "n_fill_cell": 52200,
  "worstPathMaxFanout": 31,
  "finalInstanceArea_um2": 167000,
  "route.vias.total": 107000,
  "reg2reg_to": "sum[59]",
  "synth_cell_type_count": 78,
  "worstHoldPathType": "flip-flop to flip-flop",
  "numClockSinks": 577,
  "crit_path_start": "A_R[15]",
  "drt_wl_total_um": 475000,
  "routed_metal_1_wirelength_um": 185000,
  "met3RoutedLength_um": 58000,
  "grt_setup_unrepaired": "false",
  "drt_drc_violations_left": 0,
  "synth_warnings": 1,
  "groute.usage.overall": 0.198,
  "detailed_place.area_um2": 164000,
  "fin_skew_ps": 90.2,
  "post_synth_instance_area_um2": 154000,
  "worst_ep_arrival_time_ps": 11310,
  "tightestPinTransition_ps": 1160,
  "route.detailed.vias_per_inst": 4.66,
  "number_of_antenna_violations_at_the_first_check_in_global_routing": 34,
  "cts_setup_buffers": 0,
  "cp_data_required_time_ps": 18330,
  "synth-async-reset-ratio": 0,
  "critical_path.reg2reg.startpoint": "A_R[15]",
  "cp.buffers_inverters": 8,
  "die.size.x_um": 719,
  "place.port_buffers": 257,
  "layout_area_growth_over_synthesis_pct": 8.20,
  "cts_hold_buf": 0,
  "post-synth-top-area-fraction": 0.481,
  "largest_net_degree_at_the_start_of_global_routing": 65,
  "via_count_of_the_first_global_routing_pass": 116000,
  "syn_area_per_cell_um2": 9.38,
  "fin_setup_tns_ps": 0,
  "clk_latency_ps": 910,
  "core_box_area_um2": 513000,
  "r2r_setup_slack_ps": 7020,
  "ys_chip_area_um2": 154000,
  "hold_viol_final": 0,
  "cts_tree": "yes",
  "ys.flops": 577,
  "worst_path_max_delay_cell": "sky130_fd_sc_hd__fa_1",
  "top_layer_used": "met5",
  "most_common_cell_in_the_synthesized_netlist": "sky130_fd_sc_hd__inv_1"
}
cell usage in the layout (no fill, tap or decap), types with 9 or more instances in the layout:
| master | n |
|---|---|
| sky130_fd_sc_hd__a21oi_1 | 295 |
| sky130_fd_sc_hd__and3_1 | 39 |
| sky130_fd_sc_hd__a31oi_1 | 31 |
| sky130_fd_sc_hd__inv_1 | 4062 |
| sky130_fd_sc_hd__buf_4 | 291 |
| sky130_fd_sc_hd__o21bai_1 | 48 |
| sky130_fd_sc_hd__buf_12 | 9 |
| sky130_fd_sc_hd__clkbuf_1 | 16 |
| sky130_fd_sc_hd__xnor2_1 | 176 |
| sky130_fd_sc_hd__o21a_1 | 30 |
| sky130_fd_sc_hd__nand2_1 | 2746 |
| sky130_fd_sc_hd__xor2_1 | 106 |
| sky130_fd_sc_hd__a211oi_1 | 23 |
| sky130_fd_sc_hd__o31ai_1 | 20 |
| sky130_fd_sc_hd__edfxtp_1 | 449 |
| sky130_fd_sc_hd__clkbuf_16 | 93 |
| sky130_fd_sc_hd__o221ai_1 | 10 |
| sky130_fd_sc_hd__fa_1 | 3712 |
| sky130_fd_sc_hd__o21ai_0 | 135 |
| sky130_fd_sc_hd__nand4_1 | 60 |
| sky130_fd_sc_hd__and4_1 | 9 |
| sky130_fd_sc_hd__a21boi_0 | 11 |
| sky130_fd_sc_hd__ha_1 | 1099 |
| sky130_fd_sc_hd__nor3_1 | 27 |
| sky130_fd_sc_hd__a21o_1 | 154 |
| sky130_fd_sc_hd__diode_2 | 11 |
| sky130_fd_sc_hd__dfxtp_1 | 128 |
| sky130_fd_sc_hd__clkinv_2 | 13 |
| sky130_fd_sc_hd__nand3_1 | 50 |
| sky130_fd_sc_hd__and2_1 | 1568 |
| sky130_fd_sc_hd__or3_1 | 16 |
| sky130_fd_sc_hd__nor2b_1 | 152 |
| sky130_fd_sc_hd__a221oi_1 | 14 |
| sky130_fd_sc_hd__nand2b_1 | 14 |
| sky130_fd_sc_hd__clkdlybuf4s50_1 | 256 |
| sky130_fd_sc_hd__nor2_1 | 154 |
| sky130_fd_sc_hd__inv_6 | 12 |
routing by layer:
| metal | track usage | vias up |
|---|---|---|
| met5 | 0.00407 | - |
| met4 | 0.0594 | 18 |
| met3 | 0.0982 | 712 |
| met2 | 0.292 | 4676 |
| met1 | 0.264 | 54700 |
| li1 | - | 46900 |
registers in the layout, summed over array words and instances, names as in the netlist:
name    cells
b_hold     64
mleft      64
sum        65
out       128
B_R        32
A_R        32
mright     64
a_hold     64
B_L        32
A_L        32
worst min path at each step:
stage,cells after the start,slack (ps),start,end
after CTS,0,400,a_hold[3],A_R[3]
after global routing,0,410,b_hold[58],B_L[26]
final,0,390,a_hold[3],A_R[3]
through the flow:
stage,util,hold WS (ps),std cells,worst slack [ps]
after global routing,0.326,406,22900,6610
final,0.326,395,23000,7020
after detailed placement,0.320,389,22800,7150
after CTS,0.326,399,22900,7120
after global placement,0.320,387,22800,7240
after floorplan,-,386,16500,4550
logic make-up (layout without fill, tap and decap cells):
group / count (synthesis) / in the layout / share of synthesized area
and+or+nand+nor: 4880 / 4880 / 0.151
adders and majority gates: 4811 / 4811 / 0.571
other: 0 / 11 / 0
muxes: 1 / 1 / 0.0000649
DFF: 577 / 577 / 0.104
xor gates and xnor gates: 282 / 282 / 0.0160
buffers and inverters: 5056 / 4782 / 0.123
AOI/OAI and AO/OA: 855 / 855 / 0.0355
final cells by class:
type	instances	area [um^2]	share of cell area
sequential	577	16000	0.0961
multi-input combinational	10800	119000	0.714
tap	6757	8450	0.0506
timing repair buffer	557	4940	0.0296
clock inverter	45	470	0.00282
antenna	11	27.5	0.000165
clock buffer	117	2500	0.0150
inverter	4063	15300	0.0914
