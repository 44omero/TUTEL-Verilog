**run.sh**
```bash
#!/bin/bash
# OpenROAD 26Q1-2900-gdf79404cd8, Yosys 0.63+post, stock flow scripts
make -C /OpenROAD-flow-scripts/flow DESIGN_CONFIG=/design/flow/config.mk WORK_HOME=/design/flow/orfs finish
```
**config.mk**
```make
export PLATFORM = sky130hd
export DESIGN_NAME = uart_wrapper
export DESIGN_NICKNAME = uart_wrapper
export VERILOG_FILES = /design/flow/design.v
export SDC_FILE = /design/flow/constraint.sdc
export NUM_CORES = 4
export LEC_CHECK = 1
export CORE_UTILIZATION = 50
```
**constraint.sdc**
```tcl
current_design uart_wrapper

set clk_period 2.6
set clk_io_pct 0.2

create_clock -name clk0 -period $clk_period [get_ports {clk}]

set non_clock_inputs [all_inputs -no_clocks]
set_input_delay [expr $clk_period * $clk_io_pct] -clock clk0 $non_clock_inputs
set_output_delay [expr $clk_period * $clk_io_pct] -clock clk0 [all_outputs]
```
**design.v**
```verilog
`timescale 1ns / 1ps
module Rx#(
    parameter clk_freq = 50000000,
    parameter baudrate = 9600,
    parameter tick_per_bit = clk_freq / baudrate
    )
    (
    input clk,
    input data_in,
    output [7:0]data_out,
    output done
    );
    localparam IDLE = 3'b000;
    localparam RX_START  = 3'b001;
    localparam RX_DATA   = 3'b010;
    localparam RX_STOP   = 3'b011;
    localparam RESTART   = 3'b100;
    reg data_buffer = 1'b1;
    reg tempData    = 1'b1;
    reg [12:0] clock_counter = 0;
    reg [2:0] bit_index     = 0;
    reg [7:0] data_out_reg  = 0;
    reg done_reg            = 0;
    reg [2:0] state         = 0;
    always @(posedge clk)begin
        data_buffer <= data_in;
        tempData    <= data_buffer;
    end
    always @(posedge clk)begin
        case(state)
            IDLE : begin
                done_reg      <= 0;
                clock_counter <= 0;
                bit_index     <= 0;
                if (tempData == 1'b0)  
                    state <= RX_START;
                else
                    state <= IDLE;
            end
            RX_START : begin
                if(clock_counter == (tick_per_bit-1)/2)begin
                    if(tempData == 1'b0)begin
                        clock_counter <= 0;
                        state         <= RX_DATA;
                    end
                    else state <= IDLE;
                end
                else begin
                    clock_counter <= clock_counter + 1;
                    state         <= RX_START;
                end
            end
            RX_DATA : begin
                if (clock_counter < tick_per_bit-1)begin
                    clock_counter <= clock_counter + 1;
                    state         <= RX_DATA;
                end
                else begin
                    clock_counter <= 0;
                    data_out_reg[bit_index] <= tempData;
                    if(bit_index < 7) begin
                        bit_index <= bit_index + 1;
                        state     <= RX_DATA;
                    end
                    else begin
                        bit_index <= 0;
                        state     <= RX_STOP;
                    end
                end
            end
            RX_STOP : begin
                if(clock_counter < tick_per_bit-1)begin
                    clock_counter <= clock_counter + 1;
                    state         <= RX_STOP;
                end
                else begin
                    done_reg      <= 1'b1;
                    clock_counter <= 0;
                    state         <= RESTART;
                end
            end
            RESTART : begin
                state    <= IDLE;
                done_reg <= 1'b0;
            end
            default : state <= IDLE;
        endcase
    end
assign done     = done_reg;
assign data_out = data_out_reg;
endmodule
`timescale 1ns / 1ps
module Tx#(
    parameter clk_freq = 50000000,
    parameter baudrate = 9600,
    parameter tick_per_bit = clk_freq / baudrate
    )
    (
    input clk,
    input [7:0] data_in,
    input send,
    output busy,
    output reg data_out,
    output done
    );
    localparam IDLE      = 3'b000;
    localparam TX_START  = 3'b001;
    localparam TX_DATA   = 3'b010;
    localparam TX_STOP   = 3'b011;
    localparam RESTART   = 3'b100;
    reg [12:0] clock_counter = 0;
    reg [2:0] bit_index      = 0;
    reg [7:0] data_in_reg    = 0;
    reg done_reg             = 0;
    reg busy_reg             = 0;
    reg [2:0] state          = 0;
    always @(posedge clk)begin
        case(state)
            IDLE : begin
                data_out      <= 1'b1;
                done_reg      <= 0;
                clock_counter <= 0;
                bit_index     <= 0;
                if (send == 1'b1) begin
                    busy_reg    <= 1;
                    data_in_reg <= data_in;
                    state       <= TX_START;
                end
                else state <= IDLE;
            end    
            TX_START: begin
                data_out <= 1'b0;
                if(clock_counter < tick_per_bit-1) begin
                    clock_counter <= clock_counter + 1;
                    state         <= TX_START;
                end
                else begin
                    clock_counter <= 0;
                    state         <= TX_DATA;
                end
            end    
            TX_DATA : begin
                data_out <= data_in_reg[bit_index];
                if(clock_counter < tick_per_bit-1) begin
                    clock_counter <= clock_counter + 1;
                    state         <= TX_DATA;
                end
                else begin
                    clock_counter <= 0;
                    if(bit_index < 7)begin
                        bit_index <= bit_index + 1;
                        state     <= TX_DATA;
                    end
                    else begin
                        bit_index <= 0;
                        state <= TX_STOP;
                    end
                end
            end
            TX_STOP : begin
                data_out <= 1;
                if(clock_counter < tick_per_bit-1) begin
                    clock_counter <= clock_counter + 1;
                    state         <= TX_STOP;
                end   
                else begin
                    done_reg      <= 1;
                    clock_counter <= 0;
                    state         <= RESTART;
                    busy_reg      <= 0;
                end             
            end
            RESTART : begin
                done_reg <= 1;
                state    <= IDLE;
            end
            default : state <= IDLE;   
        endcase
    end
    assign busy = busy_reg;
    assign done = done_reg;
endmodule
`timescale 1ns / 1ps
module debouncer(
                input clk, in,
                output out
                );
    reg [1:0] mid = 0;
always @(posedge clk)begin  
        mid <= {mid[0], in};
end
    assign out = (~mid[1]) & mid[0];
endmodule
`timescale 1ns / 1ps
module fifo#(
    parameter data_width = 8,
    parameter fifo_depth = 8,
    parameter countersize = $clog2(fifo_depth+1)
    )(
    input clk, rst_enable,
    output empty, full,
    output reg [countersize-1:0]memocount = 0,
    output reg send_reg, 
    output reg [7:0]fullempty_msg,
    input [data_width-1:0]data_in,
    input wr_enable,
    output reg [data_width-1:0]data_out,
    input rd_enable
    );
    reg[data_width-1:0]memo[fifo_depth-1:0];
    reg [2:0] rd_ptr = 3'b000;
    reg [2:0] wr_ptr = 3'b000;
    assign empty = (memocount == 0);
    assign full  = (memocount == fifo_depth);
    always @(posedge clk) begin: fullempty
        if(empty && !full) begin
            fullempty_msg <= 8'b01100101;
            send_reg <= 1;
        end
        else if (!empty && full)begin
            fullempty_msg <= 8'b01100110;
            send_reg <= 1;
        end
        else send_reg <= 0;
    end
    always @(posedge clk) begin: writeblk
        if(wr_enable == 1'b1 & full == 1'b0)
            memo[wr_ptr] <= data_in;
        else if (wr_enable && rd_enable)
            memo[wr_ptr] <= data_in;
    end
    always @(posedge clk) begin: readblk
        if(rd_enable && !empty)
            data_out <= memo[rd_ptr];
        else if (rd_enable && wr_enable)
            data_out <= memo[rd_ptr];
    end
    always @(posedge clk) begin: ptrblk
        if(rst_enable) begin
            rd_ptr <= 0;
            wr_ptr <= 0;
        end
        else begin
            wr_ptr <= ((wr_enable == 1'b1 & full == 1'b0) ||(wr_enable && rd_enable))? wr_ptr + 1'b1 : wr_ptr;
            rd_ptr <= ((rd_enable && !empty)||(wr_enable && rd_enable))? rd_ptr +1'b1  : rd_ptr;
        end
    end
    always @(posedge clk) begin: memocountblk
        if(rst_enable) begin
            memocount <= 0;
        end
        else begin
            if (!wr_enable && !rd_enable)  memocount <= memocount;
            if (!wr_enable && rd_enable) memocount <= (memocount == 0) ? 0: memocount-1;
            if (wr_enable && !rd_enable) memocount <= (memocount == 8) ? fifo_depth : memocount+1;
            if (wr_enable && rd_enable)  memocount <= memocount;
        end
    end
endmodule
`timescale 1ns / 1ps
module uart_wrapper    #
   (parameter data_width = 8,
    parameter fifo_depth = 8,
    parameter countersize = $clog2(fifo_depth+1),
    parameter clk_freq = 50000000,
    parameter baudrate = 9600,
    parameter tick_per_bit = clk_freq / baudrate)
    (
    input clk, rst,
    input rx_in,
    output tx_out,
    output [countersize-1:0]memocount,
    output [data_width-1:0] data_out,
    input read, write,
    output empty, full
    );
    wire [data_width-1:0] data_in;
    wire [7:0] fullempty_msg;
    wire wr_enable, rd_enable, send_reg, rst_enable;
    fifo #(.data_width(data_width), .fifo_depth(fifo_depth),.countersize(countersize)) 
    fifo (.clk(clk), .rst_enable(rst_enable), .data_in(data_in), .memocount(memocount), .data_out(data_out),
     .rd_enable(rd_enable), .wr_enable(wr_enable), .empty(empty), .full(full), .fullempty_msg(fullempty_msg), .send_reg(send_reg)) ; 
    debouncer push(.clk(clk), .in(write), .out(wr_enable));
    debouncer pop(.clk(clk), .in(read), .out(rd_enable));
    debouncer reset(.clk(clk), .in(rst), .out(rst_enable));
    Tx #(.clk_freq(clk_freq), .baudrate(baudrate),.tick_per_bit(tick_per_bit))
    transmitter(.clk(clk), .data_in(fullempty_msg), .send(send_reg), .data_out(tx_out));
    Rx #(.clk_freq(clk_freq), .baudrate(baudrate),.tick_per_bit(tick_per_bit)) 
    receiver(.clk(clk), .data_in(rx_in), .data_out(data_in));
endmodule
```
==> results.env <==
OUTCOME='finished, final reports clean'
ROOT_BUFFER='sky130_fd_sc_hd__clkbuf_16'
WORSTPATHREQUIRED_PS=2080
POWER_DENSITY_nW_PER_UM2=942.0
DPL.CELL_COUNT=644
WORSTREGTOREGCELLS=6
INTERNAL-POWER_mW=5.079
CTS_TREE='built'
DOMINANTREGCELLSYNTH='sky130_fd_sc_hd__edfxtp_1'
SYNTH.YOSYS.NUM_CELLS=462
FLOORPLAN.DIE.WIDTH_UM=113.8
FINAL-MAX-SLEW-VIOLATION-COUNT=0
ROWS=40
TOP_REGS='fifo.memo x64, receiver.clock_counter x13, transmitter.clock_counter x13'
LEAKAGE_nW=2.535
TIMING.FINAL.SETUP_VIOLATIONS=0
POWER.SEQUENTIAL.FRACTION_PCT=46.3
FINALCLOCKSKEW_PS=5.058
SETUP.WORST_PATH.START_CLASS='flip-flop'
FP_UTIL_PCT=51.59
NET_SW_POWER_mW=1.743
MOST_FLOP_HEAVY_REGISTER='fifo.memo'
CHIP_AREA_SQ_UM=12950
CLOCK.FMAX_MHz=417.3
CRITICAL_PATH.MAX_STAGE_DELAY_PS=510
POWER.SWITCHING_FRACTION_PCT=25.55
ROUTED_WIRELENGTH_NORMALIZED_BY_INSTANCE_COUNT_UM=14.80
CRITPATHSLOWESTCELL='sky130_fd_sc_hd__clkdlybuf4s50_1'
REG2REG_SETUP_SLACK_PS=440
AREA_INSIDE_THE_CORE_BOUNDARY_SQ_UM=12110
CTS_HOLD_REPAIR_BUFFERS=0
PRE_CTS_WS_PS=402.3
SYNTHESIS.INSTANCES=462
LAYOUT-DRIVE-GT1-SHARE_PCT=15.58
SYNTH.YOSYS.SEQ_AREA_SHARE_PCT=64.40
FINAL_CELL_COUNT_NO_FILL=675
CTS.CLK_SLEW.WORST_PATHS_PS=60
CTS_MADE_BUFFERS=17
WIRELENGTH_UM=9992
DETAIL_ROUTE.FIRST_PASS.ITERATIONS=4
CTS_SETUP_BUFFERS=0
ANTENNA_CELLS=0
DETAILEDPLACEMENTHPWL_UM=6658
HOLD_SLACK_PS=327.0
GRT_ANTENNA_BEFORE_REPAIR=0
SETUP-TNS-FINAL_PS=0
RSZ0062_AT_GRT='no'
CAP_VIOLATIONS=0
YOSYSWARNINGS=4
MIN-DELAY-START='receiver.data_buffer'
CHIP_AREA_IN_THE_YOSYS_REPORT_SQ_UM=6248
WORST_SKEW_PAIR.LATE_LATENCY_PS=400
SYN-CELL-AREA_SQ_UM=6248
AREA_GROWTH_PCT=15.90
FINAL_MIN_PERIOD_OVER_CLOCK_PERIOD_PCT=92.16
SYNTH.FF_LATCH_COUNT=143
CTS-HTREE-LEVELS=4
TIMING.CRITICAL_PATH.TO_TYPE='primary output'
PORTBUFFERS=19
NUM_VIAS=3600
R2R_END='fifo.memo[3][3]'
TOOL_WARNINGS=30
DIE_H_UM=113.8
FINALWORSTSETUPSLACK_PS=203.9
TIMING.SLEW.HEADROOM_PCT=48.77
OVERFLOW=0
DRT_DRC_VIOLATIONS_LEFT=0
WORST_HOLD_PATH.NUM_CELLS=0
IO_PINS=20
CLOCKBUFFERDEPTH=2
GLOBALROUTETOTALUTIL_PCT=18.35
CRITPATHARRIVALTIME_PS=1880
POST-LAYOUT-TOTAL-POWER_mW=6.822
FINAL_ANTENNA_NET_COUNT=0
NUMCLOCKSINKS=143
WIRE_LENGTH_OF_THE_FIRST_GLOBAL_ROUTING_PASS_UM=17220
FINAL_HOLD_VIOLS=0
TIGHTEST_SLEW_PS=766.9
WORSTPATHMAXFANOUT=7
DRT_ITER0_DRC=246
CRITICAL_PATH_CELL_SEQUENCE='inv_1 > ha_1 > nor3b_2 > clkdlybuf4s50_1'
SETUP.WORST_PATH.CLASS='flip-flop to primary output'
GP_CONGESTION=0.8156
HOLDPATHEND='receiver.tempData'
GRT_PASS1_VIAS=3650
P_COMB_SHARE_PCT=19.4
VIASPERCELL=5.333
LARGEST_REGISTER_FFS=64
GRT_START_MAX_NET_PINS=17
FINAL.MIN_CLOCK_PERIOD_PS=2396
R2R_START='fifo.memocount[0]'
ASYNC_SET_RESET_FLOP_SHARE_OUT_OF_SYNTHESIS_PCT=0
POWER.SHARE.CLOCK_PCT=34.3
SYNTH_AREA_PER_CELL_SQ_UM=13.52
HOLD_PATH.CLASS='flip-flop to flip-flop'
PEAKVDDDROP_V=0.0007520
SYNTH-EDFF-COUNT=116
POST_SYNTH_NUM_CELL_TYPES=52
-- through the flow --
stage / utilization, % / cell area, sq um
4_1_cts: 59.75 / 7237
6_report: 59.79 / 7242
2_1_floorplan: - / 6248
5_1_grt: 59.79 / 7242
3_5_place_dp: 55.00 / 6661
3_3_place_gp: 55.00 / 6661
-- logic make-up (layout without fill, tap and decap cells) --
group	Yosys count	in the layout	synth area share, %
and+or+nand+nor	153	153	12.72
DFF	143	143	64.40
AOI/OAI and AO/OA	60	60	5.907
buffers and inverters	36	81	2.383
muxes	31	31	8.430
xor gates and xnor gates	25	25	3.504
adders and majority gates	13	13	2.603
other	1	1	0.06001
-- power by group through the flow --
| stage | Sequential [mW] | Combinational [mW] | Clock, mW |
|---|---|---|---|
| 6_report | 3.16 | 1.32 | 2.34 |
| 5_1_grt | 3.22 | 1.50 | 2.49 |
| 4_1_cts | 3.16 | 1.34 | 2.40 |
-- cells in the mapped netlist, drive strengths merged (3+ instances only) --
cell type  number  area share, %
inv            19            1.1
or3             5           0.50
nor3            9           0.72
mux4           16            5.8
a211oi          3           0.36
dfxtp          27            8.7
xor2           16            2.2
buf             8           0.70
nand3b          3           0.36
mux2           13            2.3
or4             3           0.42
o21ai          15            1.2
and2            3           0.30
o211ai          3           0.36
nor2b           6           0.60
nand3          18            1.4
nor2           42            2.5
nand4          10            1.0
nand2          28            1.7
and4            4           0.56
a21oi          22            1.8
nand2b          6           0.60
and3            5           0.52
xnor2           9            1.3
nor4bb          3           0.48
a31oi           3           0.30
edfxtp        116             56
ha             13            2.6
clkbuf          9           0.54
-- worst max path at each step --
stage / from / endpoint / slack [ps] / depth (start not counted)
global route: fifo.memocount[0] / empty / 50 / 4
finish: fifo.memocount[0] / empty / 200 / 4
CTS: fifo.memocount[0] / empty / 20 / 4
-- final cells by class --
cell class | count | area, sq um
fill | 927 | 4870
inverter | 19 | 71.32
sequential | 143 | 4024
clock buffer | 17 | 425.4
multi-input combinational | 283 | 2081
timing repair buffer | 31 | 280.3
clock inverter | 14 | 150.1
tap | 168 | 210.2
-- layer usage --
metal | vias up | part of all wire [%] | global-route usage, % | wire length [um]
li1 | 1802 | - | - | -
met3 | 8 | 6.7 | 8.067 | 665
met5 | - | 0 | 0 | 0
met1 | 1708 | 47 | 30.03 | 4738
met2 | 82 | 45 | 26.26 | 4487
met4 | 0 | 0.99 | 1.818 | 99
-- worst max-delay path, delay by kind of cell (launching register included) --
family                     cells  cell delay [ps]
DFF                            1              360
and+or+nand+nor                1              280
adders and majority gates      1              250
buffers and inverters          2              590
-- placed cells by master (no fill, tap or decap), types with 10 or more instances in the layout --
cell type / n
sky130_fd_sc_hd__edfxtp_1: 116
sky130_fd_sc_hd__nand3_1: 18
sky130_fd_sc_hd__nand2_1: 27
sky130_fd_sc_hd__dfxtp_1: 27
sky130_fd_sc_hd__ha_1: 13
sky130_fd_sc_hd__buf_4: 12
sky130_fd_sc_hd__mux2_2: 13
sky130_fd_sc_hd__nor2_1: 42
sky130_fd_sc_hd__nand4_1: 10
sky130_fd_sc_hd__a21oi_1: 22
sky130_fd_sc_hd__xor2_1: 16
sky130_fd_sc_hd__inv_1: 19
sky130_fd_sc_hd__mux4_2: 16
sky130_fd_sc_hd__clkbuf_16: 17
sky130_fd_sc_hd__clkdlybuf4s50_1: 19
sky130_fd_sc_hd__o21ai_0: 15
-- repair_timing --
item | CTS | global route
resized | 0 | 1
endpoints found under the hold margin | 0 | 0
setup endpoints to repair | 0 | 1
No activity file was given, so power comes from the tool's default toggle rates.
