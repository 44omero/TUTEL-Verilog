[./constraint.sdc]
current_design hw4_q2

set clk_period 25.3
set clk_io_pct 0.2

create_clock -name clk0 -period $clk_period [get_ports {clk}]

set non_clock_inputs [all_inputs -no_clocks]
set_input_delay [expr $clk_period * $clk_io_pct] -clock clk0 $non_clock_inputs
set_output_delay [expr $clk_period * $clk_io_pct] -clock clk0 [all_outputs]
[./run.sh]
#!/bin/bash
# OpenROAD 26Q1-2900-gdf79404cd8, Yosys 0.63+post, stock flow scripts
make -C /OpenROAD-flow-scripts/flow DESIGN_CONFIG=/design/flow/config.mk WORK_HOME=/design/flow/orfs finish
[./config.mk]
export PLATFORM = sky130hd
export DESIGN_NAME = hw4_q2
export DESIGN_NICKNAME = hw4_q2
export VERILOG_FILES = /design/flow/design.v
export SDC_FILE = /design/flow/constraint.sdc
export NUM_CORES = 4
export LEC_CHECK = 1
export CORE_UTILIZATION = 50
[./design.v]
`timescale 1ns / 1ps
module hw4_q2
    #(parameter bitcount = 64) 
    (
    input clk,rst,
    input [bitcount-1:0] inA,
    input [bitcount-1:0] inB,
    output reg [bitcount*2-1:0] out
    );
    reg [bitcount-1:0] a_hold, b_hold;
    wire [bitcount*2-1:0] out_next;
    localparam bitpart = bitcount/2;
    wire [bitpart-1:0] A_L, A_R;
    wire [bitpart-1:0] B_L, B_R;
    assign {A_L, A_R} = a_hold;
    assign {B_L, B_R} = b_hold;
    wire [bitcount-1:0] mleft;
    wire [bitcount-1:0] mright;
    wire [bitcount:0] sum;
    assign mleft = A_L * B_L;
    assign mright = A_R * B_R;
    assign sum = (A_L * B_R) + (B_L * A_R);
    assign out_next = (mleft*2**bitcount)+(sum * 2**bitpart) + mright;
    always @(posedge clk)begin 
        if(rst == 1) begin
            a_hold <= 0;
            b_hold <= 0;
        end
        else begin
            a_hold <= inA;
            b_hold <= inB;
            out <= out_next;
        end
    end
endmodule
==> job_summary.md <==
### Flow metrics

| Metric | Value |
|---|---|
| Outcome | `complete, no violations` |
| Log Warnings | `38` |
| Core Rows | `197` |
| Top post-synthesis cells by area | `fa_1 52%, inv_1 10%, ha_1 10%` |
| Fillers | `26803` |
| Count of input and output buffers | `257` |
| Synth area leader | `fa_1` |
| Fin util | `52.84%` |
| Hold_sp | `a_hold[0]` |
| Dpl ws | `10980 ps` |
| WS Path Type | `reg -> reg` |
| Most frequent CP cell | `fa_1` |
| Unique cell type count in the Yosys netlist | `between 80 and 90` |
| Top FF cell, synth | `edfxtp_1` |
| DRT antenna net count | `0` |
| Number of antenna violations at the first check in global routing | `14` |
| Worst-Margin Slew | `1101 ps` |
| Final GP Congestion | `1.007` |
| Setup ws final | `between 10000 and 15000 ps` |
| Startpoint Class | `flip-flop` |
| FMAX | `0.06938 GHz` |
| Number of setup buffers added after CTS | `0` |
| RSZ-0062 raised after global routing | `no` |
| Vias in the first global route | `113582` |
| Clock sinks | `around 260` |
| Initial DRC count | `4387` |
| Core Box Area | `288400 sq um` |
| Critical Path Start | `b_hold[8]` |
| Worst-path maximum fanout | `41` |
| Required time worst endpoint | `25770 ps` |
| Critical path's slowest cell | `dfxtp_2` |
| Synth top area share | `51.74%` |
| Final Max Tran Viols | `0` |
| Worst r2r src | `b_hold[8]` |
| Ys cells | `16097` |
| Share of cells above drive strength 1 | `under 10%` |
| Mapped Area | `145000 sq um` |
| Top cell excl fill/tap | `inv_1` |
| Total GRT Usage | `34.60%` |
| Largest net degree at the start of global routing | `65` |
| Max Cap Viol | `0` |
| Resize count post-CTS | `0` |
| Die X | `540.6 um` |
| Fin. Hold Viols | `0` |
| GRT Residual Overflow | `0` |
| Setup-failing EPs final | `0` |
| CTS clk-pin slew, worst paths | `approximately 60 ps` |
| Final HPWL from detailed placement | `358800 um` |
| Worst clock skew | `51.42 ps` |
| Vias after detailed routing | `slightly above 100k` |
| Synth Area per Inst | `~9 sq um` |
| Worst-Skew Late Latency | `720 ps` |
| Layout area overhead | `5.056%` |
| I/O Pins | `258` |
| DRC viols | `0` |
| Yosys warning tally | `1` |
| Setup TNS | `0 ps` |
| #FFs+latches synth | `around 260` |
| # hold bufs at CTS | `0` |
| CTS H-tree lvls | `2` |
| First-pass GRT wire length | `around 700000 um` |
| Mapped Cells | `16097` |
| Post-synthesis chip area from yosys | `145000 sq um` |
| Cycle use final | `56.97%` |
| Wire per inst | `22.71 um` |
| Seq/Total Area, Yosys | `under 10%` |
| Crit. End Element | `flip-flop` |
| Vias per cell | `5.300` |
| Clock buffer depth | `3` |
| Relative slew margins | `approximately 25%` |
| Flip-flops with a built-in enable | `about 130` |
| Synth async-reset ratio | `0%` |
| Die height | `between 500 and 600 um` |
| Min cycle time layout | `14410 ps` |
| Pre-Place Util | `50.30%` |
| Total CTS buffers | `about 40` |
| Min-delay worst type | `reg -> reg` |
| Root buffer cell | `clkbuf_16` |
| Max incr delay on CP | `slightly above 800 ps` |
| First-pass DRT Iterations | `7` |
| Drt total wl | `443200 um` |
| Worst endpoint data arrival time | `14880 ps` |
| CTS tree | `yes` |
| Chip area | `292300 sq um` |
| Most instantiated logic cells after routing | `4029 x inv_1, 3749 x fa_1, 2907 x nand2_1` |
[final timing paths]
| kind | end | slack (ps) | depth (start not counted) |
|---|---|---|---|
| setup reg to reg | out[127] | 10890 | 44 |
| setup / recovery | out[127] | 10890 | 44 |
| hold reg to reg | out[0] | 1300 | 2 |
| hold / removal | out[0] | 1300 | 2 |
[sequential cells by signal (all words and copies together) (netlist names)]
register	flops
a_hold	64
out	128
b_hold	64
[synthesized netlist by cell type, types with 10 or more instances]
library cell / number
edfxtp_1: 128
xnor2_1: 166
nor2_1: 152
and3_1: 22
xor2_1: 75
a21o_1: 123
fa_1: 3749
o21ai_1: 10
ha_1: 1180
a31oi_1: 23
nand2b_1: 22
a211oi_1: 23
nand3_1: 42
and2_1: 1397
clkbuf_1: 961
dfxtp_1: 128
nor2b_1: 148
inv_1: 4030
buf_2: 23
o21a_1: 24
o21bai_1: 41
o211ai_1: 22
o21ai_0: 138
o31ai_1: 16
nand2_1: 2907
nor3_1: 38
a21oi_1: 283
nand4_1: 62
[critical path: cells and delay by family, from the launching register on]
kind                     cells  cell delay (ps)
flip-flops                   1              830
adder cells (fa/ha/maj)     17             7430
XOR/XNOR                     1               90
buffers and inverters        7             1100
AND-OR/OR-AND               12             2550
AND/OR/NAND/NOR              7             2140
[layout make-up]
class | count | area [sq um] | share of cell area, %
antenna | 7 | 17.52 | 0.01150
clock buffer | 53 | 1142 | 0.7497
clock inverter | 23 | 209.0 | 0.1371
inverter | 4030 | 15130 | 9.930
multi-input combinational | 10823 | 119800 | 78.60
sequential | 256 | 6574 | 4.314
tap | 3781 | 4731 | 3.105
timing repair buffer | 540 | 4798 | 3.149
[metrics by stage]
stage / instance area, sq um / hold WS, ps / instances
after floorplan: 145000 / 751.7 / 16097
after global placement: 151000 / 1271 / 19430
after detailed placement: 151000 / 1272 / 19430
after CTS: 152400 / 1287 / 19506
after global routing: 152400 / 1316 / 19507
final: 152400 / 1303 / 19513
[cells by family after synthesis]
family | Yosys count | share of synthesized area [%]
flops | 256 | 4.417
xor+xnor | 242 | 1.466
compound gates | 795 | 3.465
fa+ha+maj | 4929 | 61.92
simple gates | 4855 | 15.70
buf+inv | 5018 | 13.01
mux | 2 | 0.01466
[routing by layer]
layer  global-route usage [%]  part of all wire, %  vias to the layer above  wire length, um
li1                         -                    -                    45247                -
met1                    45.83                   36                    53112           158400
met2                    51.92                   47                     4217           209100
met3                    15.54                   11                      824            50460
met4                    14.01                  5.6                       14            24970
met5                   0.6576                0.066                        -              291
